[run.sh]
#!/bin/bash
# OpenROAD 26Q1-2900-gdf79404cd8, Yosys 0.63+post, stock flow scripts
make -C /OpenROAD-flow-scripts/flow DESIGN_CONFIG=/design/flow/config.mk WORK_HOME=/design/flow/orfs finish
[config.mk]
export PLATFORM = sky130hd
export DESIGN_NAME = ClkBlip
export DESIGN_NICKNAME = ClkBlip
export VERILOG_FILES = /design/flow/design.v
export SDC_FILE = /design/flow/constraint.sdc
export NUM_CORES = 4
export LEC_CHECK = 1
export CORE_AREA = 10 10 70 70
export DIE_AREA = 0 0 80 80
[constraint.sdc]
current_design ClkBlip

set clk_period 1.0
set clk_io_pct 0.2

create_clock -name clk0 -period $clk_period [get_ports {clk}]

set non_clock_inputs [all_inputs -no_clocks]
set_input_delay [expr $clk_period * $clk_io_pct] -clock clk0 $non_clock_inputs
set_output_delay [expr $clk_period * $clk_io_pct] -clock clk0 [all_outputs]
[design.v]
`timescale 1ns / 1ps
module ClkBlip(
    input clk,
    input levelChng,
	 input answerPeriod,
    input prelimPeriod,
    input postPeriod,
    input reset,
    output answerPeriodB,
    output prelimPeriodB,
    output postPeriodB,
    output resetB,
    output levelChngB
    );
reg curLevelChng=0;
reg curPrelimPeriod=0;
reg curPostPeriod=0;
reg curAnswerPeriod=0;
reg curReset=0;
assign answerPeriodB = ~curAnswerPeriod & answerPeriod;
assign prelimPeriodB = ~curPrelimPeriod & prelimPeriod;
assign postPeriodB = ~curPostPeriod & postPeriod;
assign resetB = ~curReset & reset;
assign levelChngB = ~curLevelChng & levelChng;
always @(posedge clk) begin
	curLevelChng <= levelChng;
	curPrelimPeriod <= prelimPeriod;
	curPostPeriod <= postPeriod;
	curReset <= reset;
	curAnswerPeriod <= answerPeriod;
end
endmodule
==> impl_metrics.env <==
# flow metrics
export IMPL_status="complete, no violations"
export IMPL_final_setup_tns_ns=0
export IMPL_antenna_found_initial=0
export IMPL_wl_per_cell_um=5.829
export IMPL_fp_util=0.04945
export IMPL_grt_first_pass_wirelength_um=710
export IMPL_fin_crit_sh=0.9381
export IMPL_ys_warn_count=1
export IMPL_syn_inst=10
export IMPL_min_from="answerPeriod"
export IMPL_cts_tree="built"
export IMPL_wl_um=408
export IMPL_grt_max_degree=4
export IMPL_portBuffers=10
export IMPL_yosysChipArea_um2=168.9
export IMPL_first_pass_iters=2
export IMPL_hold_slack_ns=0.1959
export IMPL_clockBufferDepth=2
export IMPL_worst_path_max_fanout=1
export IMPL_setup_viol=0
export IMPL_whs_path_depth=1
export IMPL_vdd_drop_max_mv=0.2193
export IMPL_final_cell_mix="nor2b_4, dfxtp_2, dlygate4sd2_1, buf_2, clkbuf_4"
export IMPL_groute_usage_overall=0.01392
export IMPL_gp_congestion=0.6584
export IMPL_coreArea_mm2=0.003416
export IMPL_ys_cells=10
export IMPL_fp_row_count=21
export IMPL_maxCapViolCount=0
export IMPL_syn_to_final_growth_pct=94.07
export IMPL_fin_util=0.09597
export IMPL_fmax_mhz=1066
export IMPL_vias_per_cell=1.586
export IMPL_hp_class="in -> reg"
export IMPL_clkTransAtPathRegs_ns=0.05
export IMPL_p_leak_nw=0.1436
export IMPL_criticalPathCategory="reg -> out"
export IMPL_worstPathRequired_ns=0.80
export IMPL_ys_flops=5
export IMPL_grt_pass1_vias=143
export IMPL_vias=111
export IMPL_fin_ws_ns=0.06194
export IMPL_avgSynthCellArea_um2=16.89
export IMPL_drive_gt1_frac=0.7500
export IMPL_finalHoldViolCount=0
export IMPL_grt_overflow=0
export IMPL_maxSlewHeadroom=0.9480
export IMPL_dpl_hpwl_um=341.9
export IMPL_arrival_ns=0.74
export IMPL_cts_resized=25
export IMPL_drt_iter0_markers=1
export IMPL_cts_buffers=3
export IMPL_start_kind="flip-flop"
export IMPL_hold_path_endpoint="curAnswerPeriod"
export IMPL_die_w_um=80
export IMPL_syn_cell_area_um2=168.9
export IMPL_num_antenna_cells=0
export IMPL_route_detailed_drc=0
export IMPL_cts_root_buffer="clkbuf_4"
export IMPL_rsz0062_at_grt="true"
export IMPL_ys_seq_frac=0.5926
export IMPL_die_area_mm2=0.006400
export IMPL_post_cts_setup_buffers=0
export IMPL_io_pins=11
export IMPL_ctsHoldBuffers=0
export IMPL_warnings=26
export IMPL_yosysUniqueCellTypes=2
export IMPL_ctsHtreeMaxLevel=1
export IMPL_dpl_worst_slack_ns=-0.4853
export IMPL_slew_viol_final=0
export IMPL_power_density_mw_per_mm2=1530
export IMPL_period_needed_ns=0.9381
export IMPL_cp_end_kind="output port"
export IMPL_clkSinkCount=5
export IMPL_ant_nets=0
export IMPL_worst_pin_slew_ns=0.07807
export IMPL_die_height_um=80
==> cells in the mapped netlist, drive strengths merged <==
library cell,instances,area [µm²]
nor2b,5,68.82
dfxtp,5,100.1
==> critical path: stages, from the launching register on <==
cell	delay (ns)
dfxtp_2	0.32
nor2b_4	0.09
buf_2	0.09
==> how the worst max path moves through the flow <==
stage / startpoint / to
6_report: curLevelChng / levelChngB
5_1_grt: curLevelChng / levelChngB
4_1_cts: curAnswerPeriod / answerPeriodB
==> sequential cells by signal, summed over array words and instances, names as in the netlist <==
| name | cells |
|---|---|
| curAnswerPeriod | 1 |
| curLevelChng | 1 |
| curPostPeriod | 1 |
| curPrelimPeriod | 1 |
| curReset | 1 |
==> report_power, final <==
group | total [mW] | internal (mW) | switching, mW | leakage (nW)
Combinational | 0.0403 | 0.0319 | 0.00845 | 0.0864
Sequential | 0.221 | 0.213 | 0.00810 | 0.0422
Clock | 0.240 | 0.151 | 0.0890 | 0.0150
Total | 0.502 | 0.396 | 0.105 | 0.144
==> layer usage <==
metal | GRT usage | vias up | wire (µm)
met4 | 0.008803 | 0 | 0
li1 | - | 58 | -
met5 | 0 | - | 0
met3 | 0.01136 | 0 | 42
met2 | 0.01685 | 3 | 203
met1 | 0.01604 | 50 | 162
==> final cells by class <==
| class | instances | area [µm²] |
|---|---|---|
| fillers | 414 | 3088 |
| multi-input cells | 5 | 68.82 |
| well taps | 46 | 57.56 |
| clock buffers | 4 | 26.28 |
| repair buffers | 10 | 68.82 |
| flip-flops and latches | 5 | 106.4 |
==> through the flow <==
| step | instances | cell area (µm²) | total power [mW] |
|---|---|---|---|
| after global placement | 66 | 326.6 | 0.2808 |
| final | 70 | 327.8 | 0.5017 |
| after floorplan | 10 | 168.9 | 0.2377 |
| after global routing | 70 | 327.8 | 0.5361 |
| after detailed placement | 66 | 326.6 | 0.2815 |
| after CTS | 70 | 327.8 | 0.5254 |
==> cells by family after synthesis <==
| family | count (synthesis) | synth area share |
|---|---|---|
| flip-flops | 5 | 0.5926 |
| AND/OR/NAND/NOR | 5 | 0.4074 |
Power is estimated from default activity; no workload was simulated.
